<file path="design.v">
module alu(a,b,s,z); 
input[7:0] a,b; 
input[2:0] s; 
output[7:0] z; 
reg[7:0] z; 
always@(a or b or s or z) 
begin
case(s) 
	3'b000: z<=8'b00000000; 
	3'b001: z<=b-a; 
	3'b010: z<=a-b; 
	3'b011: z<=a+b; 
	3'b100: z<=a^b; 
	3'b101: z<=a|b; 
	3'b110: z<=a&b; 
	3'b111: z<=8'b11111111; 
endcase
end
endmodule
</file>
<file path="run.sh">
#!/bin/bash
# OpenROAD 26Q1-2900-gdf79404cd8, Yosys 0.63+post, stock flow scripts
make -C /OpenROAD-flow-scripts/flow DESIGN_CONFIG=/design/flow/config.mk WORK_HOME=/design/flow/orfs finish
</file>
<file path="config.mk">
export PLATFORM = sky130hd
export DESIGN_NAME = alu
export DESIGN_NICKNAME = alu
export VERILOG_FILES = /design/flow/design.v
export SDC_FILE = /design/flow/constraint.sdc
export NUM_CORES = 4
export LEC_CHECK = 1
export CORE_AREA = 10 10 81 81
export DIE_AREA = 0 0 91 91
</file>
<file path="constraint.sdc">
current_design alu

set clk_period 6.6
set clk_io_pct 0.2

create_clock -name clk0 -period $clk_period

set non_clock_inputs [all_inputs -no_clocks]
set_input_delay [expr $clk_period * $clk_io_pct] -clock clk0 $non_clock_inputs
set_output_delay [expr $clk_period * $clk_io_pct] -clock clk0 [all_outputs]
</file>
==> metrics.json <==
{
  "placement": {
    "port_buffers": 27,
    "dp.final_hpwl_mm": 2.79,
    "placed_area_mm2": 0.00163,
    "gp_congestion": 0.853
  },
  "clocking": {
    "post_cts_buffers": 0,
    "cts-hold-fix-buffers": 0,
    "number_of_resized_instances_in_the_post_cts_repair_step": 0
  },
  "sta": {
    "setup_total_negative_slack_ns": 0,
    "max_slew.worst_pin.slew_ns": 0.798,
    "max_freq_ghz": 0.176,
    "unrepaired_setup_endpoints_after_global_routing": "no",
    "final_period_minus_worst_setup_slack_ns": 5.68,
    "setup-violations-final": 0,
    "timing.slew.headroom_pct": 46.7,
    "final.period_utilization_pct": 86.1,
    "timing_hold_violations_final": 0,
    "timing.final.max_slew_violations": 0
  },
  "floorplan": {
    "fp_util_pct": 26.9,
    "fp-row-count": 25,
    "floorplan.core_area_mm2": 0.00482,
    "die_h_um": 91,
    "floorplan.io_pins": 27,
    "chip_area_mm2": 0.00828,
    "die_width_um": 91
  },
  "synthesis": {
    "ys_cells": 172,
    "syn_avg_cell_area_um2": 7.54,
    "synthesis.yosys.warnings": 1,
    "ys_chip_area_mm2": 0.00130,
    "yosysUniqueCellTypes": 34,
    "seq_area_frac_synth_pct": 0,
    "syn-cell-area_mm2": 0.00130,
    "netlist_instances": 172
  },
  "global_routing": {
    "grt_first_pass_wirelength_mm": 5.87,
    "antenna_violations_before_repair": 0,
    "first_global_vias": 1257,
    "grt_util_all_layers_pct": 8.18,
    "globalRouteOverflowTotal": 0,
    "largest_net_degree_at_the_start_of_global_routing": 23
  },
  "routing": {
    "drt_pass1_iterations": 5,
    "detailroute.via_count": 1260,
    "wl_per_cell_um": 12.7,
    "antennaDiodeCount": 0,
    "total_length_of_routed_wires_mm": 3.31,
    "drt_drc_violations_left": 0,
    "first_iter_violations": 87,
    "routed_via_density": 4.83,
    "route.antenna.remaining_nets": 0
  },
  "worst_setup_path": {
    "critical_path.startpoint_type": "input port",
    "crit_path_cell_trace": "clkdlybuf4s50_1, inv_1, ha_1, nor2_1, xnor2_1, ha_1, a211oi_1, a21oi_1, o41ai_2, xnor2_1, a221oi_1, a21oi_1, clkdlybuf4s50_1",
    "type_of_the_worst_setup_path": "input port to primary output",
    "critical_path.endpoint_type": "primary output",
    "critPathMaxStageDelay_ns": 0.59,
    "critical_path_peak_fanout": 6,
    "critPathSlowestCell": "clkdlybuf4s50_1",
    "required_ns": 5.28,
    "arrival_ns": 4.36
  },
  "power": {
    "power.share.sequential_pct": 0,
    "power.leakage_nw": 0.719,
    "power_frac_comb_pct": 100.0,
    "ir_worst_vdd_uv": 18.1,
    "pwr_cell_area_mw_per_mm2": 85.0,
    "power.share.clock_pct": 0,
    "switching_share_pct": 47.9,
    "internal_power_mw": 0.0721,
    "p_switching_mw": 0.0662
  },
  "run": {
    "warnings": 48,
    "drv.max_cap_violation_count": 0
  },
  "layout": {
    "finalCoreUtilization_pct": 33.8,
    "finish.instance_area_mm2": 0.00163,
    "numSequentialCells": 0,
    "drive_gt1_share_pct": 7.22,
    "flop_area_um2": 0,
    "area_growth_syn_to_layout_pct": 25.5,
    "num-clock-buffers": 0
  },
  "run_status": {
    "status": "completed"
  },
  "worst_hold_path": {
    "timing.hold.worst.class": "input port to primary output"
  }
}
[per-stage QoR]
| step | cells | setup WS [ns] | hold WS [ns] | power [mW] |
|---|---|---|---|---|
| final | 261 | 0.916 | 3.81 | 0.138 |
| after global routing | 261 | 0.598 | 3.87 | 0.157 |
| after CTS | 261 | 0.861 | 3.83 | 0.140 |
| after detailed placement | 261 | 0.875 | 3.83 | 0.139 |
| after global placement | 261 | 0.901 | 3.83 | 0.140 |
| after floorplan | 172 | 2.05 | 2.80 | 0.0890 |
[worst max-delay path: cells and delay by family]
family                   cells  cell delay [ns]
AND-OR/OR-AND                5             0.89
adder cells (fa/ha/maj)      2             0.52
AND/OR/NAND/NOR              1             0.13
buffers and inverters        3             1.16
XOR/XNOR                     2             0.32
[final cells by class]
class	count	area [µm²]
fillers	526	3190
repair buffers	30	293
multi-input cells	142	1170
inverters	22	82.6
well taps	67	83.8
[cells in the mapped netlist (all sizes together)]
| cell type | count | area (µm²) |
|---|---|---|
| ha | 31 | 388 |
| inv | 22 | 82.6 |
| nand2 | 13 | 48.8 |
| xnor2 | 12 | 105 |
| a21oi | 11 | 55.1 |
| o21ai | 11 | 55.1 |
| nor2 | 10 | 37.5 |
| mux2 | 7 | 78.8 |
| xor2 | 6 | 52.6 |
| a221oi | 5 | 43.8 |
| a31oi | 5 | 31.3 |
| clkbuf | 5 | 18.8 |
| nor3 | 4 | 25.0 |
| buf | 3 | 27.5 |
| nand2b | 3 | 18.8 |
| nor2b | 3 | 18.8 |
| o211ai | 3 | 22.5 |
| fa | 2 | 40.0 |
| nand3 | 2 | 10.0 |
| o21bai | 2 | 15.0 |
| a2111oi | 1 | 27.5 |
| a211oi | 1 | 7.51 |
| a21o | 1 | 7.51 |
| a22oi | 1 | 7.51 |
| a2bb2oi | 1 | 8.76 |
| a311oi | 1 | 8.76 |
| and3b | 1 | 8.76 |
| nor3b | 1 | 7.51 |
| o21a | 1 | 7.51 |
| o221ai | 1 | 8.76 |
| o41ai | 1 | 16.3 |
| or2 | 1 | 6.26 |
[path summary, 6_finish.rpt]
check | start | end | cells past startpoint | slack (ns)
max | b[1] | z[7] | 13 | 0.92
min | a[0] | z[0] | 5 | 3.81
[cells by family after synthesis]
kind of cell | Yosys count | share of synthesized area [%]
AND-OR/OR-AND | 46 | 24.9
multiplexers | 7 | 6.08
buffers and inverters | 30 | 9.93
XOR/XNOR | 18 | 12.2
adder cells (fa/ha/maj) | 33 | 33.0
AND/OR/NAND/NOR | 38 | 14.0
[per-layer routing]
layer | GRT usage, % | wire [µm]
met1 | 11.0 | 1590
met2 | 14.3 | 1560
met4 | 0.392 | 14
met3 | 1.08 | 150
met5 | 0 | 0
[power by group through the flow]
stage | sequential (mW) | clock, mW | combinational [mW]
CTS | 0 | 0 | 0.140
global route | 0 | 0 | 0.157
finish | 0 | 0 | 0.138
[cells in the final DEF (no fill, tap or decap)]
cell type,netlist,layout
buf_4,0,3
nor2b_1,3,3
nor3_1,3,3
clkdlybuf4s50_1,0,27
nor3b_1,1,1
a2111oi_4,1,1
xnor2_1,12,12
nand3_1,2,2
o211ai_1,3,3
xor2_1,6,6
a2bb2oi_1,1,1
o41ai_2,1,1
ha_1,31,31
mux2_2,7,7
inv_1,22,22
o21ai_0,11,11
a21o_1,1,1
nand2_1,13,13
a31oi_1,5,5
o21a_1,1,1
a211oi_1,1,1
o221ai_1,1,1
and3b_1,1,1
a21oi_1,11,11
a221oi_1,5,5
or2_2,1,1
o21bai_1,2,2
a22oi_1,1,1
a311oi_1,1,1
nor3_2,1,1
fa_1,2,2
nor2_1,10,10
nand2b_1,3,3
No activity file was given, so power comes from the tool's default toggle rates.
