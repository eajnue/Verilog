<file path="/design/flow/design.v">
module D_FF(clk, reset_n, d, en, q); 
input clk, reset_n, d, en; 
output q; 
reg q; 
always@(posedge clk or negedge reset_n) 
begin
if(~reset_n) q<=0; 
else if(en) q<=d; 
end
endmodule
module Reg8(clk, reset_n, en, d, q); 
input clk, reset_n, en; 
input[7:0] d; 
output[7:0] q; 
wire[7:0] q; 
D_FF dff0(clk, reset_n, d[0], en, q[0]); 
D_FF dff1(clk, reset_n, d[1], en, q[1]);
D_FF dff2(clk, reset_n, d[2], en, q[2]); 
D_FF dff3(clk, reset_n, d[3], en, q[3]);
D_FF dff4(clk, reset_n, d[4], en, q[4]);
D_FF dff5(clk, reset_n, d[5], en, q[5]);
D_FF dff6(clk, reset_n, d[6], en, q[6]);
D_FF dff7(clk, reset_n, d[7], en, q[7]);
endmodule
</file>
<file path="/design/flow/constraint.sdc">
current_design Reg8

set clk_period 1.5
set clk_io_pct 0.2

create_clock -name clk0 -period $clk_period [get_ports {clk}]

set non_clock_inputs [all_inputs -no_clocks]
set_input_delay [expr $clk_period * $clk_io_pct] -clock clk0 $non_clock_inputs
set_output_delay [expr $clk_period * $clk_io_pct] -clock clk0 [all_outputs]
</file>
<file path="/design/flow/run.sh">
#!/bin/bash
# OpenROAD 26Q1-2900-gdf79404cd8, Yosys 0.63+post, stock flow scripts
make -C /OpenROAD-flow-scripts/flow DESIGN_CONFIG=/design/flow/config.mk WORK_HOME=/design/flow/orfs finish
</file>
<file path="/design/flow/config.mk">
export PLATFORM = sky130hd
export DESIGN_NAME = Reg8
export DESIGN_NICKNAME = Reg8
export VERILOG_FILES = /design/flow/design.v
export SDC_FILE = /design/flow/constraint.sdc
export NUM_CORES = 4
export LEC_CHECK = 1
export CORE_AREA = 10 10 70 70
export DIE_AREA = 0 0 80 80
</file>
==> results.tsv <==
metric	value	unit
non-filler cells, final	84	
CTS clk-pin slew, worst paths	0.05	ns
Init Core Util	0.1147	
slowest cell on the critical path	clkdlybuf4s50_1	
CP Max Fanout	2	
hold_buf cts	0	
routed len/inst	10.40	um
Max stage delay on crit path	0.48	ns
Final setup viols	0	
Setup Fix Bufs, Post-CTS	0	
Top cell area share	0.5112	
Chip Area, Yosys	391.6	um^2
Syn Inst Count	25	
# rows	21	
initial antenna violation count	0	
# diodes	0	
outcome	completed	
worst skew pair latency	0.25	ns
P&R area growth vs syn	53.35	%
drt first-iter violations	4	
Die Wd	80	um
CP arrival	1.09	ns
vias in the first global route	245	
synth unique cells	4	
Top Ports	19	
Worst Path Buf+Inv	1	
ys cells	25	
Longest Clk Path Bufs	2	
fillcell total	372	
RSZ-0062 raised after global routing	false	
Startpoint Class	register	
family with the most delay on the worst path	buffers and inverters	
pwr/cell area	873.1	nW/um^2
sequential share of the synthesized area	0.5112	
area leader, netlist	dfrtp_1	
crit path cell chain	clkdlybuf4s50_1	
share of layout cells above drive strength 1	0.3158	
yosys warns	1	
final clock skew	0	ns
cts bufs inserted	3	
Routed Antenna Nets	0	
Comb area	120.1	um^2
max-slew violation count	0	
die area	6400	um^2
PortBufs	18	
Seq. cell area	200.2	um^2
CP Capture Type	output port	
post-DR vias/cell	2.667	
Worst Path Class, Setup	register to output port	
TritonCTS clock tree	built	
Worst Tran Pin Value	0.3591	ns
Tmin final	1.388	ns
static leakage	0.2528	nW
FF-to-FF Start	dff2.q	
Placeable Area	3416	um^2
global router's overall resource usage	0.02725	
first-pass GRT wire length	1.352	mm
WHS	0.3276	ns
GPL Wtd Cong	0.6452	
MaxCap Viol Count	0	
CTS resizes	0	
DRC violations left	0	
clock root buffer	clkbuf_4	
OpenROAD warnings	25	
final WL	874	um
Vert. Die Dim	80	um
vias post-DR	224	
Mapped Area	391.6	um^2
total power	0.5244	mW
TNS Setup	0	ns
HP Class	input port to async pin	
first-pass iteration count of the detailed router	2	
syn_area_per_cell	15.67	um^2
largest net degree at the start of global routing	9	
Hold Vio Cnt, Final	0	
IR Drop Worst-Case VDD	0.1218	mV
Slew headroom	0.7599	
dpl cells	81	
H-tree Lvls	1	
Yosys reg bits	8	
final worst path period share	0.9252	
top cells, area	dfrtp_1, mux2_4, buf_4	
Overflow after GRT	0	
Fmax	0.7206	GHz
Setup crit start	dff2.q	
Worst EP required	1.20	ns
fin util	0.1758	
# clock sinks	8	
cell families after synthesis:
group	after synthesis	synth area share
mux	8	0.3067
buf+inv	9	0.1821
flops	8	0.5112
worst paths after layout:
| check | cells past startpoint | end | slack, ns |
|---|---|---|---|
| setup reg to reg | 1 | dff2.q | 0.73 |
| setup / recovery | 1 | q[2] | 0.11 |
| max in group asynchronous | 1 | dff2.q | 0.91 |
| hold / removal | 1 | dff3.q | 0.33 |
| hold reg to reg | 1 | dff3.q | 0.51 |
| min in group clk0 | 1 | dff3.q | 0.51 |
area by class of cell:
type | instances | share of cell area
flip-flops and latches | 8 | 0.3333
repair buffers | 19 | 0.3333
well taps | 46 | 0.09583
clock buffers | 3 | 0.03750
multi-input cells | 8 | 0.2000
cells in the final DEF (no fill, tap or decap):
cell type,synthesis,final
mux2_4,8,8
dfrtp_1,8,8
buf_12,0,1
clkdlybuf4s50_1,0,18
clkbuf_4,0,3
flip-flops by register name, indices dropped and copies added, names as in the netlist:
name / flops
dff6.q: 1
dff2.q: 1
dff5.q: 1
dff7.q: 1
dff0.q: 1
dff1.q: 1
dff4.q: 1
dff3.q: 1
through the flow:
step / setup slack, ns / area (um^2)
floorplan: 0.6579 / 391.6
global route: 0.06926 / 600.6
detailed placement: 0.1090 / 578.1
CTS: 0.09553 / 600.6
global placement: 0.1238 / 578.1
finish: 0.1123 / 600.6
synthesized netlist by cell type, drive strengths merged:
| cell | instances |
|---|---|
| buf | 9 |
| mux2 | 8 |
| dfrtp | 8 |
routing by layer:
metal | track usage | part of all wire
met1 | 0.02772 | 0.33
met2 | 0.04254 | 0.49
met3 | 0.01591 | 0.12
met4 | 0.01585 | 0.055
met5 | 0 | 0
power breakdown:
group          internal (mW)  leakage (nW)  switching [mW]
Sequential             0.238        0.0935          0.0125
Clock                 0.0912        0.0138          0.0680
Combinational         0.0935         0.145          0.0211
No activity file was given, so power comes from the tool's default toggle rates.
