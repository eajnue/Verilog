==> flow/config.mk <==
export PLATFORM = sky130hd
export DESIGN_NAME = Shift8
export DESIGN_NICKNAME = Shift8
export VERILOG_FILES = /design/flow/design.v
export SDC_FILE = /design/flow/constraint.sdc
export NUM_CORES = 4
export LEC_CHECK = 1
export CORE_AREA = 10 10 76 76
export DIE_AREA = 0 0 86 86
==> flow/constraint.sdc <==
current_design Shift8

set clk_period 2.0
set clk_io_pct 0.2

create_clock -name clk0 -period $clk_period [get_ports {clk}]

set non_clock_inputs [all_inputs -no_clocks]
set_input_delay [expr $clk_period * $clk_io_pct] -clock clk0 $non_clock_inputs
set_output_delay [expr $clk_period * $clk_io_pct] -clock clk0 [all_outputs]
==> flow/design.v <==
module Shift8(clk,reset_n,en,dir,ld,sd,d,q); 
input clk,reset_n,en,dir,ld,sd; 
input[7:0] d; 
output[7:0] q; 
reg[7:0] q; 
always@(posedge clk or negedge reset_n) 
begin
if(~reset_n)
	q=8'b00000000; 
else 
begin
	if(ld)
	q=d; 
	else if(en)
		begin  
			if(dir==1)
				begin  
				q[6:0]<=q[7:1];
				q[7]=sd;
				end
			else
				begin 
				q[7:1]<=q[6:0];
				q[0]=sd;
				end
		end
end
end
endmodule
==> flow/run.sh <==
#!/bin/bash
# OpenROAD 26Q1-2900-gdf79404cd8, Yosys 0.63+post, stock flow scripts
make -C /OpenROAD-flow-scripts/flow DESIGN_CONFIG=/design/flow/config.mk WORK_HOME=/design/flow/orfs finish
==> Flow_metrics.wiki <==
=== Synthesis and place and route ===
{| class="wikitable"
! Metric !! Value
|-
| Tally of max-capacitance violations || 0
|-
| Post-synthesis cell type with the largest combined area || sky130_fd_sc_hd__dfrtp_1
|-
| Upper clock frequency limit || 611.3 MHz
|-
| Register name with the most flops || q
|-
| Critical path capture point type || flip-flop
|-
| WP data required || 2.09 ns
|-
| Total power divided by cell area || 650.9 nW/um2
|-
| CP cell instances || clkdlybuf4s50_1, nand2b_1, o211ai_1
|-
| Antenna violations before repair || 0
|-
| Element type at the critical path start || primary input
|-
| Combined area of all synthesized cells || 478.0 um2
|-
| Status || finished, final reports clean
|-
| CTS tree || built
|-
| Number of buffers added by the clock tree synthesis step || 3
|-
| Final Wtd Congestion || 0.7732
|-
| Setup clock skew after layout || 0.0006820 ns
|-
| Placed cell area || 737.0 um2
|-
| Data arrival, critical path || 1.72 ns
|-
| Global-route wire length before repair || 2.394 mm
|-
| Part of the power in registers || 39.0%
|-
| Switching part of the total power || 23.02%
|-
| Post-route cell area || 778.2 um2
|-
| Sum of net half-perimeters after detailed placement || 1.204 mm
|-
| Slowest cell delay on critical path || 0.77 ns
|-
| Effective utilization at floorplan || 11.61%
|-
| Kind of cell with the highest combined delay on the critical path || buffers and inverters
|-
| Total congestion overflow after global routing || 0
|-
| Post-CTS Resized || 0
|-
| Synth top cells by count || 8 x sky130_fd_sc_hd__dfrtp_1, 8 x sky130_fd_sc_hd__mux2i_1, 8 x sky130_fd_sc_hd__nand2_1
|-
| Leakage || 0.3085 nW
|-
| Transition time at the pin with the least slew margin || 0.4858 ns
|-
| Clock slew seen by the registers of the worst setup and hold paths || 0.04 ns
|-
| Average detailed-routed wire length per instance || 12.99 um
|-
| Hold Fails Final Rpt || 0
|-
| Count of buffering cells on the critical path with inverters included || 1
|-
| Clock Latency Late Sink || 0.23 ns
|-
| Overall die height || 86 um
|-
| R2R cell count || 2
|-
| YS chip area || 478.0 um2
|-
| H-tree lvl count || 1
|-
| Number of flops mapped to enable cells by yosys || 0
|-
| Vias in the first global route || 466
|-
| Pin count of the biggest net entering global routing || 18
|-
| Synth Warn # || 1
|-
| Number of rows created at floorplan || 23
|-
| Number of optimization iterations in the first detailed-route pass || 4
|-
| Fraction of registers with async set/reset || 100.0%
|-
| Largest regs || q (8)
|-
| Synthesized netlist cell count || 44
|-
| Depth of the critical timing path with buffers and inverters included || 3
|-
| Antenna diode count || 0
|-
| Setup repair bufs after CTS || 0
|-
| Psw || 0.1166 mW
|-
| Relative area change from synthesis to final layout || 62.83%
|-
| Time the worst path needs with I/O delays and setup || 1.636 ns
|-
| Routed Antenna Nets || 0
|-
| Total DRC errors in the routed layout || 0
|-
| Ys cells || 44
|-
| IR Drop Worst-Case VDD || 0.0001684 V
|-
| I/O pin cnt || 22
|-
| Final core occ || 18.91%
|-
| Area of the core region || 4115 um2
|-
| Share of Yosys cell area claimed by the top area cell type || 41.88%
|-
| Design internal power || 0.3900 mW
|-
| Wire length after detailed routing || 1.507 mm
|-
| Endpoints failing setup || 0
|-
| Via count || 425
|-
| Tally of OpenROAD warnings || 25
|-
| Max Transition Viols Final || 0
|-
| Tot GR Track Use || 4.068%
|-
| Layout cells sized above 1 || 18.18%
|-
| Most common flop cell mapped by yosys || sky130_fd_sc_hd__dfrtp_1
|-
| Clock root buffer || sky130_fd_sc_hd__clkbuf_8
|-
| Width of the die || 86 um
|-
| Clk network pwr share || 37.8%
|-
| Largest register FFs || 8
|-
| Crit Path Category || primary input to flip-flop
|-
| Sequential cell area fraction in the yosys report || 41.88%
|-
| Average footprint of a synthesized cell || 10.86 um2
|-
| Dominant cells by area after synthesis || sky130_fd_sc_hd__dfrtp_1 42%, sky130_fd_sc_hd__mux2i_1 17%, sky130_fd_sc_hd__or3b_2 11%
|-
| Share of the clock period used by the worst path || 81.79%
|-
| Min-delay worst type || primary input to async pin
|-
| Total negative setup slack || 0 ns
|-
| Clock tree sinks || 8
|-
| Setup repair after global routing missed its margin || false
|-
| Largest fanout on the critical path || 17
|-
| Filler instances || 438
|-
| Combinational cell fraction of total power || 23.1%
|-
| Cell Type Count || 10
|-
| Total power of the final layout || 0.5066 mW
|-
| Number of violations reported at the end of detailed-routing iteration 0 || 34
|-
| Max clock buf depth || 2
|-
| Routed via count divided by cell count || 3.664
|-
| Buffers on Ports || 21
|-
| Tightest slew margin relative to the limit || 67.51%
|-
| Chip Area || 7396 um2
|-
| Post-cts hold buffer count || 0
|-
| Number of synthesized register bits || 8
|-
| Critical Path Slowest Stage Cell || sky130_fd_sc_hd__clkdlybuf4s50_1
|}
-- placed cells by master, fill, tap and decap left out, drive strengths merged --
cell type / count
nand2: 8
dfrtp: 8
or3b: 8
clkbuf: 3
o211ai: 8
nand2b: 1
buf: 1
clkdlybuf4s50: 21
mux2i: 8
-- per-layer routing --
metal / global-route usage, % / routed length [um] / up-vias
met5: 0 / 0 / -
met4: 0.5988 / 0 / 0
met3: 2.383 / 145 / 0
met2: 6.220 / 711 / 14
met1: 4.917 / 651 / 205
li1: - / - / 206
-- worst reg2reg max path: stages (launching register included) --
cell,delay (ns)
sky130_fd_sc_hd__dfrtp_1,0.38
sky130_fd_sc_hd__or3b_2,0.45
sky130_fd_sc_hd__o211ai_1,0.11
-- power groups by stage --
stage / clock (mW) / combinational (mW) / sequential (mW)
finish: 0.192 / 0.117 / 0.198
global route: 0.201 / 0.130 / 0.201
CTS: 0.194 / 0.121 / 0.198
-- area by class of cell --
cell class                      count  area [um2]  area share [%]
Multi-Input combinational cell     33       256.5           32.96
Timing Repair Buffer               22       217.7           27.97
Sequential cell                     8       200.2           25.72
Tap cell                           50       62.56           8.039
Clock buffer                        3       41.29           5.305
-- cells by family after synthesis --
group | Yosys count | synth area share, %
buf+inv | 3 | 4.450
compound gates | 8 | 14.66
simple gates | 17 | 22.25
flops | 8 | 41.88
mux | 8 | 16.75
-- final timing paths --
check                           startpoint   end  slack, ns
worst max-delay path                    ld  q[1]       0.36
worst min-delay path               reset_n  q[4]       0.46
worst max register to register        q[1]  q[1]       0.97
worst min register to register        q[6]  q[7]       0.65
max in group asynchronous          reset_n  q[1]       1.27
min in group clk0                     q[6]  q[7]       0.65
-- stage by stage --
step,cells,hold WS (ns),worst slack (ns)
CTS,116,0.4643,0.3546
finish,116,0.4609,0.3643
global route,116,0.4947,0.2642
detailed placement,113,0.6367,0.1346
global placement,113,0.6097,0.2002
floorplan,44,0.1044,0.9504
Power and IR drop assume default switching activity.
